**flow/design.v**
```verilog
`default_nettype none
module top (
    input  wire clock
  , input  wire reset_n
  , input  wire phy1_125M_clk
  , input  wire phy1_rx_clk
  , input  wire phy1_rx_dv
  , input  wire [7:0] phy1_rx_data
  , output wire phy1_rst_n
  , output wire phy1_gtx_clk
  , output wire phy1_tx_en
  , output wire [7:0] phy1_tx_data
  , input  wire [7:0] switch
  , output wire [7:0] led
);
reg [19:0] coldsys_rst = 0;
wire coldsys_rst10ms = (coldsys_rst == 20'h100000);
always @(posedge clock)
  coldsys_rst <= !coldsys_rst10ms ? coldsys_rst + 20'h1 : 20'h100000;
assign phy1_rst_n = coldsys_rst10ms;
reg [11:0] counter;
always @(posedge phy1_rx_clk) begin
  if (reset_n == 1'b0)
    counter <= 12'd0;
  else begin
    if (phy1_rx_dv)
      counter <= counter + 12'd1;
    else
      counter <= 12'd0;
  end
end
reg [7:0] rx_data [0:2047];
always @(posedge phy1_rx_clk) begin
  if (phy1_rx_dv)
    rx_data[counter] <= phy1_rx_data;
end
assign phy1_tx_en   = 1'b0;
assign phy1_tx_data = 8'h0;
assign phy1_gtx_clk = 1'b0;
assign led[7:0]     = ~rx_data[switch];    
endmodule
`default_nettype wire
```
**flow/run.sh**
```bash
#!/bin/bash
# OpenROAD 26Q1-2900-gdf79404cd8, Yosys 0.63+post, stock flow scripts
make -C /OpenROAD-flow-scripts/flow DESIGN_CONFIG=/design/flow/config.mk WORK_HOME=/design/flow/orfs finish
```
**flow/config.mk**
```make
export PLATFORM = sky130hd
export DESIGN_NAME = top
export DESIGN_NICKNAME = top
export VERILOG_FILES = /design/flow/design.v
export SDC_FILE = /design/flow/constraint.sdc
export NUM_CORES = 4
export LEC_CHECK = 1
export CORE_UTILIZATION = 30
export SYNTH_MEMORY_MAX_BITS = 65536
```
**flow/constraint.sdc**
```tcl
current_design top

set clk_period 11.0
set clk_io_pct 0.2

create_clock -name clk0 -period $clk_period [get_ports {clock}]
create_clock -name clk1 -period $clk_period [get_ports {phy1_rx_clk}]

set non_clock_inputs [all_inputs -no_clocks]
set_input_delay [expr $clk_period * $clk_io_pct] -clock clk0 $non_clock_inputs
set_output_delay [expr $clk_period * $clk_io_pct] -clock clk0 [all_outputs]
```
==> ci_impl_report.md <==
### Flow metrics

| Metric | Value |
|---|---|
| First-pass GRT wire length | 314,000 µm |
| Final setup vio count | 0 |
| Reg-to-reg startpoint | counter[8]$_SDFF_PN0_ |
| Pleak | 0.0287 µW |
| Stages on the worst setup path | 10 |
| Setup crit end kind | primary output |
| DR WL/cell | 27.2 µm |
| Skew final | 39.2 ps |
| Post-CTS Setup Inserts | 0 |
| Yosys chip area | 81,400 µm² |
| Final Routed Wirelength | 218,000 µm |
| Final TNS setup | 0 ps |
| Top cells by area | edfxtp_1 (76%), mux4_2 (9.4%), mux2i_1 (4.5%) |
| Avg Cell Area, Syn | 19.6 µm² |
| Initial Util | 30.3% |
| Drt drc | 0 |
| Setup CP Type | primary input to primary output |
| Synth Warn # | 3 |
| Port Buffers | 27 |
| Worst EP required | 8800 ps |
| Final slew viol count | 0 |
| Synth top area share | 75.5% |
| RSZ-0062 raised after global routing | no |
| Vias | 41,017 |
| Worst hold path type | flip-flop to flip-flop |
| Placed Area | 86,000 µm² |
| Number of cells in Yosys stat | 4,155 |
| Post-synth ARST share | 0% |
| Core Rows | 190 |
| Buf/Inv on CP | 5 |
| Post-cts resize count | 0 |
| Cell type with the largest total area | edfxtp_1 |
| Max Cap Viol | 0 |
| Gr usage total | 17.2% |
| Setup crit end | led[6] |
| Largest net degree at the start of global routing | 95 |
| Count of library flops with an enable pin | 2,048 |
| Hpwl dp | 135,000 µm |
| Slew HR | 19.1% |
| Worst path arrival time | 7020 ps |
| Ys flops | 2,079 |
| Outcome | finished clean |
| Core area | 269,000 µm² |
| Mean number of vias per cell | 5.11 |
| Finished Cell Area | 92,400 µm² |
| Layout cells sized above 1 | 17.9% |
| Worst-Margin Slew | 1210 ps |
| I/O pin count | 40 |
| Worst R2R Setup Slack | 7860 ps |
| DR pass1 iterations | 5 |
| Worst setup path start | switch[1] |
| Post-Syn Area | 81,400 µm² |
| Post-Synthesis Cells | 4,155 |
| Worst r2r path cells | 5 |
| Post-route insts no fill | 8,021 |
| Die H | 523 µm |
| Crit path launch type | primary input |
| Post-synth top flop | edfxtp_1 |
| Top Layout Cells | edfxtp_1 (2,048), mux2i_1 (365), mux4_2 (340) |
| P per Cell Area | 175 nW/µm² |
| Die area | 274,000 µm² |
| Placed insts | 7,638 |
| Clock-pin transition on the worst setup and hold timing paths | 50 ps |
| Log Warnings | 32 |
| Post-synth seq share | 76.3% |
| Initial DRC count | 2,885 |
| Initial antenna violation count | 9 |
| Final hold vios | 0 |
| Crit-path most repeated cell | buf_4 |
| Critical-path top delay cell | buf_4 |
| # clock sinks | 2,079 |
| Largest fanout on the critical path | 49 |
| Hold Buf Count CTS | 0 |
| Dominant logic cell type in the layout | edfxtp_1 |
| Number of global-route vias before repair | 44,554 |
| Layout area overhead | 13.5% |
| Number of nets with antenna violations after routing | 0 |
| Reg2reg end | rx_data[18][2]$_DFFE_PP_ |
| CTS tree | yes |
| GP Congestion | 0.900 |
| Chip width | 523 µm |
| Worst VDD drop | 0.172 mV |
| GRT overflow | 0 |
| Crit-path cells | buf_8 -> buf_4 -> buf_4 -> mux4_2 -> mux4_2 -> o21ai_0 -> a31oi_1 -> nor4_2 -> buf_4 -> clkdlybuf4s50_1 |
| Crit-path leading delay family | buffers and inverters |
| Max incr delay on CP | 650 ps |
| Post-synth cell types | 67 |
area by class of cell:
class / instances / area [µm²]
Timing Repair Buffer: 179 / 1570
Multi-Input combinational cell: 1817 / 17800
Sequential cell: 2079 / 62100
Clock buffer: 275 / 5460
Inverter: 11 / 46.3
Antenna cell: 5 / 12.5
Tap cell: 3552 / 4440
Fill cell: 24612 / 176000
Clock inverter: 103 / 962
stage by stage:
stage | power, µW | hold slack [ps] | utilization (%) | worst slack (ps)
6_report | 16200 | 467 | 34.4 | 1780
5_1_grt | 16700 | 495 | 34.4 | 1600
4_1_cts | 16300 | 471 | 34.4 | 1840
3_5_place_dp | 9700 | 459 | 32.0 | 1860
3_3_place_gp | 9690 | 451 | 32.0 | 1900
2_1_floorplan | 9290 | 430 | - | 4750
kinds of logic (layout without fill, tap and decap cells):
logic type / count (synthesis) / count (layout) / share of synthesized area, %
buf+inv: 268 / 568 / 1.95
compound gates: 484 / 484 / 4.31
fa+ha+maj: 6 / 6 / 0.0922
mux: 712 / 712 / 14.0
other cells: 1 / 15 / 0.00460
simple gates: 580 / 580 / 3.11
flops: 2079 / 2079 / 76.3
xor+xnor: 25 / 25 / 0.269
report_power, final:
| group | total (µW) | switching (µW) | internal, µW |
|---|---|---|---|
| Sequential | 8700 | 1.20 | 8700 |
| Clock | 6670 | 2920 | 3750 |
| Combinational | 822 | 560 | 262 |
worst min path at each step:
stage,startpoint,endpoint,cells past startpoint
finish,coldsys_rst[19]$_SDFF_PP0_,coldsys_rst[19]$_SDFF_PP0_,1
global route,coldsys_rst[0]$_SDFF_PP0_,coldsys_rst[0]$_SDFF_PP0_,1
CTS,coldsys_rst[19]$_SDFF_PP0_,coldsys_rst[19]$_SDFF_PP0_,1
per-layer routing:
metal / vias up / routed length [µm] / track usage [%]
met4: 28 / 8170 / 5.22
met5: - / 485 / 0.953
met1: 20838 / 71600 / 18.9
met3: 397 / 35300 / 12.9
li1: 17469 / - / -
met2: 2285 / 103000 / 26.0
cell usage after synthesis, drive strengths merged (12+ instances only):
cell type / count
edfxtp: 2048
mux2i: 365
mux4: 340
nor2: 325
a221oi: 146
buf: 135
clkbuf: 122
o21ai: 104
nand3: 78
nand2: 72
a22oi: 59
a21oi: 53
dfxtp: 31
nor3: 29
a221o: 24
a31oi: 22
nor2b: 17
xnor2: 15
o211ai: 13
nor4: 12
sequential cells by signal, summed over array words and instances, names as in the netlist:
| name | cells |
|---|---|
| counter | 11 |
| coldsys_rst | 20 |
| rx_data | 2048 |
worst reg2reg max path, delay by kind of cell (launching register included):
kind	cells	cell delay (ps)
AND/OR/NAND/NOR	4	2090
buffers and inverters	1	290
flip-flops	1	340
Power and IR drop assume default switching activity.
