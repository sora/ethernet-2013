==> ./design.v <==
module crc_gen (
	input          Reset,
	input          Clk,
	input          Init,
	input  [7:0]   Frame_data,
	input          Data_en,
	input          CRC_rd,
	output [31:0]  CRC_out,
	output reg     CRC_end
);
reg [31:0] CRC_reg;
reg [3:0]  Counter;
function[31:0]  NextCRC;
	input[7:0]  D;
	input[31:0] C;
	reg[31:0]   NewCRC;
begin
	NewCRC[0]=C[24]^C[30]^D[1]^D[7];
	NewCRC[1]=C[25]^C[31]^D[0]^D[6]^C[24]^C[30]^D[1]^D[7];
	NewCRC[2]=C[26]^D[5]^C[25]^C[31]^D[0]^D[6]^C[24]^C[30]^D[1]^D[7];
	NewCRC[3]=C[27]^D[4]^C[26]^D[5]^C[25]^C[31]^D[0]^D[6];
	NewCRC[4]=C[28]^D[3]^C[27]^D[4]^C[26]^D[5]^C[24]^C[30]^D[1]^D[7];
	NewCRC[5]=C[29]^D[2]^C[28]^D[3]^C[27]^D[4]^C[25]^C[31]^D[0]^D[6]^C[24]^C[30]^D[1]^D[7];
	NewCRC[6]=C[30]^D[1]^C[29]^D[2]^C[28]^D[3]^C[26]^D[5]^C[25]^C[31]^D[0]^D[6];
	NewCRC[7]=C[31]^D[0]^C[29]^D[2]^C[27]^D[4]^C[26]^D[5]^C[24]^D[7];
	NewCRC[8]=C[0]^C[28]^D[3]^C[27]^D[4]^C[25]^D[6]^C[24]^D[7];
	NewCRC[9]=C[1]^C[29]^D[2]^C[28]^D[3]^C[26]^D[5]^C[25]^D[6];
	NewCRC[10]=C[2]^C[29]^D[2]^C[27]^D[4]^C[26]^D[5]^C[24]^D[7];
	NewCRC[11]=C[3]^C[28]^D[3]^C[27]^D[4]^C[25]^D[6]^C[24]^D[7];
	NewCRC[12]=C[4]^C[29]^D[2]^C[28]^D[3]^C[26]^D[5]^C[25]^D[6]^C[24]^C[30]^D[1]^D[7];
	NewCRC[13]=C[5]^C[30]^D[1]^C[29]^D[2]^C[27]^D[4]^C[26]^D[5]^C[25]^C[31]^D[0]^D[6];
	NewCRC[14]=C[6]^C[31]^D[0]^C[30]^D[1]^C[28]^D[3]^C[27]^D[4]^C[26]^D[5];
	NewCRC[15]=C[7]^C[31]^D[0]^C[29]^D[2]^C[28]^D[3]^C[27]^D[4];
	NewCRC[16]=C[8]^C[29]^D[2]^C[28]^D[3]^C[24]^D[7];
	NewCRC[17]=C[9]^C[30]^D[1]^C[29]^D[2]^C[25]^D[6];
	NewCRC[18]=C[10]^C[31]^D[0]^C[30]^D[1]^C[26]^D[5];
	NewCRC[19]=C[11]^C[31]^D[0]^C[27]^D[4];
	NewCRC[20]=C[12]^C[28]^D[3];
	NewCRC[21]=C[13]^C[29]^D[2];
	NewCRC[22]=C[14]^C[24]^D[7];
	NewCRC[23]=C[15]^C[25]^D[6]^C[24]^C[30]^D[1]^D[7];
	NewCRC[24]=C[16]^C[26]^D[5]^C[25]^C[31]^D[0]^D[6];
	NewCRC[25]=C[17]^C[27]^D[4]^C[26]^D[5];
	NewCRC[26]=C[18]^C[28]^D[3]^C[27]^D[4]^C[24]^C[30]^D[1]^D[7];
	NewCRC[27]=C[19]^C[29]^D[2]^C[28]^D[3]^C[25]^C[31]^D[0]^D[6];
	NewCRC[28]=C[20]^C[30]^D[1]^C[29]^D[2]^C[26]^D[5];
	NewCRC[29]=C[21]^C[31]^D[0]^C[30]^D[1]^C[27]^D[4];
	NewCRC[30]=C[22]^C[31]^D[0]^C[28]^D[3];
	NewCRC[31]=C[23]^C[29]^D[2];
	NextCRC=NewCRC;
end
endfunction
always @ ( negedge Clk )
	if (Reset)
		CRC_reg <= 32'hffffffff;
	else
		CRC_reg <= Init ? 32'hffffffff : Data_en ? NextCRC(Frame_data, CRC_reg ) : CRC_reg;
	assign CRC_out = ~{ CRC_reg[24],CRC_reg[25],CRC_reg[26],CRC_reg[27],CRC_reg[28],CRC_reg[29],CRC_reg[30],CRC_reg[31], CRC_reg[16],CRC_reg[17],CRC_reg[18],CRC_reg[19],CRC_reg[20],CRC_reg[21],CRC_reg[22],CRC_reg[23], CRC_reg[ 8],CRC_reg[ 9],CRC_reg[10],CRC_reg[11],CRC_reg[12],CRC_reg[13],CRC_reg[14],CRC_reg[15], CRC_reg[ 0],CRC_reg[ 1],CRC_reg[ 2],CRC_reg[ 3],CRC_reg[ 4],CRC_reg[ 5],CRC_reg[ 6],CRC_reg[ 7] };
endmodule
==> ./run.sh <==
#!/bin/bash
# OpenROAD 26Q1-2900-gdf79404cd8, Yosys 0.63+post, stock flow scripts
make -C /OpenROAD-flow-scripts/flow DESIGN_CONFIG=/design/flow/config.mk WORK_HOME=/design/flow/orfs finish
==> ./config.mk <==
export PLATFORM = sky130hd
export DESIGN_NAME = crc_gen
export DESIGN_NICKNAME = crc_gen
export VERILOG_FILES = /design/flow/design.v
export SDC_FILE = /design/flow/constraint.sdc
export NUM_CORES = 4
export LEC_CHECK = 1
export CORE_UTILIZATION = 50
==> ./constraint.sdc <==
current_design crc_gen

set clk_period 2.4
set clk_io_pct 0.2

create_clock -name clk0 -period $clk_period [get_ports {Clk}]

set non_clock_inputs [all_inputs -no_clocks]
set_input_delay [expr $clk_period * $clk_io_pct] -clock clk0 $non_clock_inputs
set_output_delay [expr $clk_period * $clk_io_pct] -clock clk0 [all_outputs]
==> qor.tcl <==
set qor(synth_warnings) 2
set qor(postCtsSetupRepairBufs) 89
set qor(numCtsBuffers) 5
set qor(cts-resized-gates) 258
set qor(failing_step) {clock tree synthesis (4_1_cts)}
set qor(hpwlAfterDp_mm) 3.628
set qor(gp_routability_congestion) 0.8888
set qor(cts.hold.buffers_added) 0
set qor(io_buffer_count) 43
set qor(synthesis.area_um2) 2059
set qor(postSynthSeqShare_pct) 31.11
set qor(placement.setup.worst_slack_ns) -1.055
set qor(cts-root-to-sink-buffers) 2
set qor(ys_chip_area_um2) 2059
set qor(root_buffer) {sky130_fd_sc_hd__clkbuf_8}
set qor(tritoncts_num_sinks) 32
set qor(synth.avg_cell_area_um2) 10.05
set qor(ys_cells) 205
set qor(ys_ff) 32
set qor(num_io_pins) 46
set qor(number_of_unique_standard_cell_types_used_by_synthesis) 22
set qor(run_status) {did not finish}
set qor(postSynthCellCount) 205
set qor(floorplan.die.height_um) 66.18
set qor(die.size.x_um) 66.18
set qor(htreeDepth) 2
set qor(stop_error) {[ERROR DPL-0036] Detailed placement failed.}
set qor(initial_standard_cell_utilization_of_the_core_pct) 54.22
set qor(core.rowCount) 22
[cell families after synthesis]
family,share of synthesized area [%]
compound gates,12.45
xor+xnor,42.89
buf+inv,8.202
flops,31.11
other cells,0.1821
simple gates,5.164
[synthesized netlist by cell type]
cell type	n	share of area, %
sky130_fd_sc_hd__o21ai_1	2	0.49
sky130_fd_sc_hd__a211o_1	2	0.85
sky130_fd_sc_hd__inv_1	34	6.2
sky130_fd_sc_hd__xnor2_4	2	2.7
sky130_fd_sc_hd__a21oi_1	13	3.2
sky130_fd_sc_hd__buf_4	1	0.36
sky130_fd_sc_hd__conb_1	1	0.18
sky130_fd_sc_hd__xor3_1	3	3.5
sky130_fd_sc_hd__o21ai_0	7	1.7
sky130_fd_sc_hd__nor2_1	4	0.73
sky130_fd_sc_hd__nand2_1	16	2.9
sky130_fd_sc_hd__xor2_1	3	1.3
sky130_fd_sc_hd__dfxtp_1	32	31
sky130_fd_sc_hd__o31a_1	1	0.43
sky130_fd_sc_hd__xnor3_1	15	16
sky130_fd_sc_hd__xnor2_1	30	13
sky130_fd_sc_hd__nand3_1	1	0.24
sky130_fd_sc_hd__xnor2_2	8	6.3
sky130_fd_sc_hd__clkbuf_1	9	1.6
sky130_fd_sc_hd__nor3_1	4	0.97
sky130_fd_sc_hd__or2_2	1	0.30
sky130_fd_sc_hd__o211ai_1	16	5.8
[stage by stage]
step / instances / hold WS [ns] / instance area [µm²]
3_5_place_dp: 356 / 0.4700 / 3223
3_3_place_gp: 356 / 0.4536 / 3223
2_1_floorplan: 205 / 0.4389 / 2200
